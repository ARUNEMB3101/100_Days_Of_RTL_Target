File: design/flow/design.v
`timescale 1ns / 1ps
module Artihmetic_and_Logical_Unit(out,a,b,select);
input [3:0] a, b;
input [2:0] select;
output reg [4:0] out;
always @(a,b,select)
case (select)
3'b000: out = a;
3'b001: out = a+b;
3'b010: out = a-b;
3'b011: out = a/b;
3'b100: out = a%b;
3'b101: out = a<<1;
3'b110: out = a>>1;
3'b111: out = (a>b);
endcase
endmodule
File: design/flow/run.sh
#!/bin/bash
# OpenROAD 26Q1-2900-gdf79404cd8, Yosys 0.63+post, stock flow scripts
make -C /OpenROAD-flow-scripts/flow DESIGN_CONFIG=/design/flow/config.mk WORK_HOME=/design/flow/orfs finish
File: design/flow/config.mk
export PLATFORM = sky130hd
export DESIGN_NAME = Artihmetic_and_Logical_Unit
export DESIGN_NICKNAME = Artihmetic_and_Logical_Unit
export VERILOG_FILES = /design/flow/design.v
export SDC_FILE = /design/flow/constraint.sdc
export NUM_CORES = 4
export LEC_CHECK = 1
export CORE_AREA = 10 10 73 73
export DIE_AREA = 0 0 83 83
File: design/flow/constraint.sdc
current_design Artihmetic_and_Logical_Unit

set clk_period 6.9
set clk_io_pct 0.2

create_clock -name clk0 -period $clk_period

set non_clock_inputs [all_inputs -no_clocks]
set_input_delay [expr $clk_period * $clk_io_pct] -clock clk0 $non_clock_inputs
set_output_delay [expr $clk_period * $clk_io_pct] -clock clk0 [all_outputs]
==> flow_summary.json <==
{
  "die_area_um2": 6889,
  "relSlewSlack_pct": 49.81,
  "n_fill_cell": 345,
  "ys_cells": 173,
  "violations": "setup timing",
  "ant_nets": 0,
  "grt_pass1_vias": 1424,
  "regArea_um2": 0,
  "grt_pass1_wl_um": 6782,
  "hold_violations": 0,
  "ys_seq_share_pct": 0,
  "ir_worst_vdd_mv": 0.05642,
  "rows": 22,
  "nClkBuffers": 0,
  "combPwrFrac_pct": 100.0,
  "antenna_found_initial": 0,
  "synthCells": 173,
  "synthMuxAreaShare_pct": 9.510,
  "netSwitchingFraction_pct": 43.37,
  "area_delta_synth_final_pct": 62.84,
  "syn_avg_cell_area_um2": 7.377,
  "pin_count": 16,
  "grt_usage_pct": 11.08,
  "slew_viol_final": 0,
  "synth.distinct_cells": 49,
  "post-dp-hpwl_um": 2982,
  "fp_util_pct": 34.09,
  "ys_chip_area_um2": 1276,
  "final_common_cell": "buf_4",
  "finalCritPeriodShare_pct": 104.0,
  "gp_congestion": 0.9284,
  "drcViolationCount": 0,
  "status": "finished with violations",
  "seq_cells": 0,
  "ctsHoldBuffers": 0,
  "switchingPower_mw": 0.1213,
  "grt_setup_unrepaired": "yes",
  "pwr-share-seq_pct": 0,
  "synth_top_cell_by_area": "ha_1",
  "die-height_um": 83,
  "warnings": 39,
  "xor_area_share_pct": 5.490,
  "start_kind": "input pin",
  "cellInternalPower_mw": 0.1584,
  "fmax_mhz": 139.4,
  "cp.required_ns": 5.52,
  "area_leaders": "ha_1, a21oi_1, xnor2_1",
  "hold_ws_ns": 3.445,
  "first_pass_iters": 4,
  "n_antenna_cell": 0,
  "cp-end-kind": "output port",
  "drv_cap": 0,
  "die_w_um": 83,
  "ys_sh_aoi_pct": 32.06,
  "portBuffers": 16,
  "core_um2": 3744,
  "critical_path_peak_fanout": 4,
  "finalSetupViolCount": 5,
  "p_clk_share_pct": 0,
  "wire_per_inst_um": 14.22,
  "logic_family": "AND-OR/OR-AND gates",
  "worstPathArrival_ns": 5.79,
  "vias_per_cell": 5.264,
  "timing.final.ws_setup_ns": -0.2750,
  "syn_area_um2": 1276,
  "via_count": 1516,
  "synth_top_area_share_pct": 20.59,
  "place_ws_ns": -1.186,
  "grt.overflow.total": 0,
  "min_period_ns": 7.175,
  "adder_share_pct": 26.08,
  "layout_top_cells": "buf_4, ha_1, a21oi_1",
  "drt_wl_total_um": 4095,
  "ys_warn_count": 1,
  "crit_type": "in -> out",
  "drive_above_1_share_pct": 43.75,
  "drtIter0Drc": 126,
  "simple_gate_share_pct": 20.29,
  "hp-class": "in -> out",
  "p_leak_nw": 0.9259,
  "worst_pin_slew_ns": 0.7506,
  "grt_max_degree": 24,
  "cellPowerDensity_nw_per_um2": 134.6
}
## worst max-delay path: stages
cell and delay [ns]:
buf_8 0.08, clkinvlp_4 0.08, ha_4 0.23, a21o_2 0.19
a21oi_2 0.15, nor2_1 0.06, ha_1 0.32, o21a_1 0.13
or4_4 0.52, o31ai_4 0.09, ha_4 0.26, nand4_1 0.09
o21bai_1 0.10, a21oi_2 0.15, buf_4 0.15, mux2_4 0.32
ha_4 0.31, nand2_4 0.06, o211ai_1 0.27, o22ai_4 0.13
buf_6 0.14, buf_6 0.11, mux2_4 0.29, a2bb2oi_2 0.10
buf_2 0.10
## cells in the mapped netlist, drive strengths merged (2+ instances only)
master and instances:
o21a 2, a21oi 18, nand2b 3, nand4b 2, xnor2 8, nand4 3
mux2 6, nand2 8, mux2i 5, a21o 4, nor3 6, clkbuf 5
o31ai 2, fa 3, o21bai 2, a22oi 2, inv 14, buf 2
ha 21, nor2 13, nor2b 4, o21ai 15, nand3 3, o211ai 3
## cell type report
cell class	count	area, um^2	share of cell area (%)
Multi-Input combinational cell	152	1388	66.77
Timing Repair Buffer	74	574.3	27.63
Tap cell	48	60.06	2.890
Inverter	14	56.30	2.709
## routing by layer
metal  global-route usage, %  share of wire [%]  up-vias
li1                        -                  -      778
met1                   16.37                 52      715
met2                   17.81                 46       21
met3                  0.5906                1.8        2
met4                  0.7692               0.76        0
met5                       0                  0        -
## power groups by stage
stage	sequential, mW	combinational [mW]	clock, mW
after CTS	0	0.252	0
after global routing	0	0.305	0
final	0	0.280	0
## path summary, 6_finish.rpt
check	startpoint	endpoint	slack, ns	cells past startpoint
max	b[1]	out[0]	-0.27	25
min	a[3]	out[4]	3.44	6
## repair_timing
item / 4_1_cts / 5_1_grt
hold endpoints to repair: 0 / 0
pin swaps: 25 / 15
cloned: 0 / 0
buffers inserted: 15 / 7
endpoints found under the setup margin: 5 / 5
gates resized: 60 / 4
## through the flow
step                total power, mW  area (um^2)  setup TNS, ns  util (%)  std cells
CTS                          0.2518         2004        -0.7335     53.54        281
finish                       0.2797         2078        -0.8191     55.51        288
global placement             0.2040         1790         -5.387     47.83        267
floorplan                    0.1265         1320              0         -        173
detailed placement           0.2038         1790         -5.672     47.83        267
global route                 0.3046         2078         -1.885     55.51        288
## kinds of logic after synthesis
group / Yosys count
AND-OR/OR-AND: 59
multiplexers: 11
XOR/XNOR: 8
buffers and inverters: 21
AND/OR/NAND/NOR: 48
other: 1
adder cells (fa/ha/maj): 25
No activity file was given, so power comes from the tool's default toggle rates.
