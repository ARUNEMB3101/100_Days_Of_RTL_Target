## ./run.sh

```bash
#!/bin/bash
# OpenROAD 26Q1-2900-gdf79404cd8, Yosys 0.63+post, stock flow scripts
make -C /OpenROAD-flow-scripts/flow DESIGN_CONFIG=/design/flow/config.mk WORK_HOME=/design/flow/orfs finish
```

## ./config.mk

```make
export PLATFORM = sky130hd
export DESIGN_NAME = Mealy_model
export DESIGN_NICKNAME = Mealy_model
export VERILOG_FILES = /design/flow/design.v
export SDC_FILE = /design/flow/constraint.sdc
export NUM_CORES = 4
export LEC_CHECK = 1
export CORE_AREA = 10 10 70 70
export DIE_AREA = 0 0 80 80
```

## ./constraint.sdc

```tcl
current_design Mealy_model

set clk_period 3.0
set clk_io_pct 0.2

create_clock -name clk0 -period $clk_period [get_ports {clck}]

set non_clock_inputs [all_inputs -no_clocks]
set_input_delay [expr $clk_period * $clk_io_pct] -clock clk0 $non_clock_inputs
set_output_delay [expr $clk_period * $clk_io_pct] -clock clk0 [all_outputs]
```

## ./design.v

```verilog
module Mealy_model(clck,rst,inp,out);
input inp,clck,rst;
output reg out;
reg [1:0] present_state,next_state;
parameter s0 = 2'b00,
          s1 = 2'b01,
			 s2 = 2'b10,
			 s3 = 2'b11;
initial
begin
present_state <= 2'b00;
next_state <= 2'b00;
end
always @(posedge clck,posedge rst)
begin
if (rst)
present_state = s0;
else
present_state = next_state;
end
always @(present_state,inp)
begin
if (present_state == s0 & inp == 1'b1)
out = 1'b1;
else if (present_state == s0 & inp == 1'b0)
begin
next_state = s1;
out = 1'b0;
end
if (present_state == s1 & inp == 1'b0)
begin
out = 1'b1;
next_state = s2;
end
else if (present_state == s1 & inp == 1'b1)
begin
out = 1'b0;
next_state = s3;
end
if (present_state == s2 & inp == 1'b0)
begin
out = 1'b1;
next_state = s0;
end
else if (present_state == s2 & inp == 1'b1)
begin
out = 1'b0;
next_state = s1;
end
if (present_state == s3 & inp == 1'b1)
begin
out = 1'b1;
next_state = s2;
end
else if (present_state == s3 & inp == 1'b0)
out = 1'b0;
end
endmodule
```

==> GITHUB_STEP_SUMMARY <==
## PnR job results

| Metric | Value |
|---|---|
| Worst min-delay path category | `primary input to async pin` |
| Setup Fix Bufs, Post-CTS | `0` |
| Endpoints left unconstrained | `5` |
| Clock transition at the registers of the reported paths | `30 ps` |
| First DRT Iteration DRCs | `16` |
| Count of fill cells added during filler insertion | `404` |
| P_sw | `0.0000195 W` |
| Unique cell type count in the Yosys netlist | `10` |
| Deepest level of the CTS H-tree | `1` |
| Required time of the worst setup path | `2400 ps` |
| Number of buffers inserted during clock tree synthesis | `3` |
| Total Die Area | `6400 sq um` |
| Pin count of the biggest net entering global routing | `5` |
| Count of nets left with antenna violations after detail routing | `0` |
| Chip area line of the yosys report | `164 sq um` |
| Port buffer count | `3` |
| Internal power contribution | `0.0000786 W` |
| Initial antenna violation count | `0` |
| Status | `complete, no violations` |
| Routed vias | `116` |
| Tool warning count | `25` |
| Root buf cell | `sky130_fd_sc_hd__clkbuf_4` |
| Global-route wire length before repair | `579 microns` |
| Setup repair after global routing missed its margin | `false` |
| DRC Markers | `0` |
| Total of warnings raised by yosys | `1` |
| Netlist Area Pre-Place | `164 sq um` |
| Clock buffer depth | `2` |
| Combinational group share of total power | `7.8%` |
| Clock tree from TritonCTS | `built` |
| Via count of the first global-routing pass | `126` |
| Minimum clock period after layout | `2640 ps` |
| Wirelength, routed | `324 microns` |
| Type of origin of the critical path | `primary input` |
| Register cell area after layout | `95.1 sq um` |
| Signal arrival time at the worst endpoint | `2040 ps` |
| Switching power share of the total | `19.9%` |
| Final-layout worst hold slack | `535 ps` |
| Largest cells by area after synthesis | `sky130_fd_sc_hd__dfrtp_1, sky130_fd_sc_hd__dlxtn_1, sky130_fd_sc_hd__xnor2_1` |
| Total cells reported by yosys after synthesis | `15` |
| PD cells | `358 nW/um^2` |
| Floorplan die width | `80 microns` |
| Part of the power in registers | `30.2%` |
| Overflow after GRT | `0` |
| Worst IR drop on VDD | `0.0000677 V` |
| Number of placement rows | `21` |
| Largest type area fraction | `30.5%` |
| Core occupancy in the finished layout | `8.02%` |
| Final worst slack | `362 ps` |
| Endpoint type of the worst setup path | `primary output` |
| Max-slew violation count | `0` |
| Placer's final routability congestion estimate | `0.627` |
| Leakage power of the design | `0.108 nW` |
| Highest achievable clock rate | `379 MHz` |
| Area leader, netlist | `sky130_fd_sc_hd__dfrtp_1` |
| Most numerous logic cells after layout | `sky130_fd_sc_hd__clkbuf_4, sky130_fd_sc_hd__clkdlybuf4s50_1, sky130_fd_sc_hd__dlxtn_1` |
| Post-cts gate resize count | `0` |
| Half-perimeter wire length after detailed placement | `254 microns` |
| Core Util at FP | `4.80%` |
| GRT Overall Usage | `1.16%` |
| Post-cts hold buffer count | `0` |
| I/O pins | `4` |
| MI comb area | `61.3 sq um` |
| Maximum net fanout on the critical path | `4` |
| Antenna diodes | `0` |
| Final tally of hold violations | `0` |
| Post-Synthesis Mean Instance Area | `10.9 sq um` |
| Total of endpoints with negative setup slack in the final report | `0` |
| Share of the clock period used by the worst path | `87.9%` |
| Area overhead of the layout relative to synthesis | `67.2%` |
| Clk network pwr share | `61.9%` |
| Area of the core | `3420 sq um` |
| Startpoint-to-endpoint class of the critical path | `primary input to primary output` |
| # Max-Cap Violations | `0` |
| Fraction of final layout cells sized beyond drive strength 1 | `19.0%` |
| Height of the die | `80 microns` |
| Vias per cell | `1.73` |
| WL per Instance | `4.84 microns` |
| Minimum setup slack after placement | `337 ps` |
| Router iterations before antenna repair | `2` |
| Synth Register Bits | `5` |
| Final-layout setup total negative slack | `0 ps` |
| Register pins left without a clock | `3` |
| Number of instances in the synthesized netlist | `15` |
power by group through the flow:
stage         Sequential [W]  Clock (W)  Combinational [W]
finish             0.0000297  0.0000607         0.00000768
global route       0.0000298  0.0000698         0.00000860
CTS                0.0000297  0.0000643         0.00000784
per-stage QoR:
stage                     instances  total power (W)  cell area (sq um)
after floorplan                  15        0.0000333                164
after global placement           64        0.0000376                251
after detailed placement         64        0.0000378                251
after CTS                        67         0.000102                274
after global routing             67         0.000108                274
final                            67        0.0000981                274
how the worst max path moves through the flow:
stage	slack, ps	to	start
finish	360	out	inp
global route	300	out	inp
CTS	340	out	inp
cell type report:
cell class                 count  share of cell area, %
timing repair buffer           3                   11.0
inverter                       2                   2.74
tap                           46                   21.0
sequential                     5                   34.7
clock buffer                   3                   8.22
multi-input combinational      8                   22.4
registers in the layout (all words and copies together), names as in the netlist:
signal,cells
next_state,2
present_state,2
out,1
worst max-delay path, cell delays in order:
cell and delay [ps]:
sky130_fd_sc_hd__clkdlybuf4s50_1 520, sky130_fd_sc_hd__xnor2_1 130, sky130_fd_sc_hd__dlxtn_1 340, sky130_fd_sc_hd__clkdlybuf4s50_1 450
logic make-up (layout without fill, tap and decap cells):
logic type	count (synthesis)	after routing	synth area share, %
buf+inv	2	8	4.58
flops	2	2	30.5
xor+xnor	2	2	10.7
compound gates	2	2	7.63
latches	3	3	27.5
other cells	1	1	2.29
simple gates	2	2	7.63
mux	1	1	9.16
cells in the mapped netlist:
| cell type | count |
|---|---|
| sky130_fd_sc_hd__dlxtn_1 | 3 |
| sky130_fd_sc_hd__or3b_1 | 1 |
| sky130_fd_sc_hd__xnor2_1 | 2 |
| sky130_fd_sc_hd__a21boi_0 | 1 |
| sky130_fd_sc_hd__o21ai_0 | 1 |
| sky130_fd_sc_hd__inv_1 | 2 |
| sky130_fd_sc_hd__dfrtp_1 | 2 |
| sky130_fd_sc_hd__nand2_1 | 1 |
| sky130_fd_sc_hd__mux2_4 | 1 |
| sky130_fd_sc_hd__conb_1 | 1 |
routing by layer:
| layer | vias up | track usage, % | wire (microns) |
|---|---|---|---|
| met3 | 4 | 0.682 | 19 |
| met5 | - | 0 | 0 |
| met1 | 49 | 1.33 | 134 |
| met4 | 0 | 1.23 | 29 |
| li1 | 57 | - | - |
| met2 | 6 | 1.36 | 141 |
Power and IR drop assume default switching activity.
