## /design/flow/config.mk

```make
export PLATFORM = sky130hd
export DESIGN_NAME = Ripple_Carry_Adder
export DESIGN_NICKNAME = Ripple_Carry_Adder
export VERILOG_FILES = /design/flow/design.v
export SDC_FILE = /design/flow/constraint.sdc
export NUM_CORES = 4
export LEC_CHECK = 1
export CORE_AREA = 10 10 70 70
export DIE_AREA = 0 0 80 80
```

## /design/flow/run.sh

```bash
#!/bin/bash
# OpenROAD 26Q1-2900-gdf79404cd8, Yosys 0.63+post, stock flow scripts
make -C /OpenROAD-flow-scripts/flow DESIGN_CONFIG=/design/flow/config.mk WORK_HOME=/design/flow/orfs finish
```

## /design/flow/design.v

```verilog
`timescale 1ns / 1ps
module Full_Adder(sum,carry,a,b,c_in);
input a,b,c_in;
output sum,carry;
wire s1,c1,c2;
xor(s1,a,b);
xor(sum,s1,c_in);
and(c1,a,b);
and(c2,c_in,s1);
or(carry,c1,c2);
endmodule
module Ripple_Carry_Adder(sum,c_out,a,b,c_in);
input [3:0]a,b;
output [3:0]sum;
output c_out;
input c_in;
wire c1,c2,c3;
Full_Adder fa0(sum[0],c1,a[0],b[0],c_in);
Full_Adder fa1(sum[1],c2,a[1],b[1],c1);
Full_Adder fa2(sum[2],c3,a[2],b[2],c2);
Full_Adder fa3(sum[3],c_out,a[3],b[3],c3);
endmodule
module Ripple_Carry_Adder_testbench();
reg [3:0] a,b;
reg c_in;
wire [3:0] sum;
wire carry;
Ripple_Carry_Adder rca(sum,carry,a,b,c_in);
initial
begin
 a=4'd2; b=4'd7; c_in=1'b0;
 #5 a=4'd4; b=6'd11; 
 end
endmodule
```

## /design/flow/constraint.sdc

```tcl
current_design Ripple_Carry_Adder

set clk_period 5.0
set clk_io_pct 0.2

create_clock -name clk0 -period $clk_period

set non_clock_inputs [all_inputs -no_clocks]
set_input_delay [expr $clk_period * $clk_io_pct] -clock clk0 $non_clock_inputs
set_output_delay [expr $clk_period * $clk_io_pct] -clock clk0 [all_outputs]
```

==> run summary <==
State of the implementation.

- The global route stage reports its total congestion overflow as 0.
- The antenna diode instance count is 0, for reference.
- The wire length of the first global-routing pass is between 600 and 700 um, for reference.
- Using the TritonRoute via totals, the vias-per-cell ratio works out to approximately 1.6.
- The initial antenna violation count is 0, for reference.
- The core utilization before placement is 0.0432, for reference.
- Summed over all failing endpoints, the final setup total negative slack is 0 ps.
- The yosys cell count is 18, for reference.
- The run finished with clean final reports.
- The share of the yosys chip area belonging to registers is 0, for reference.
- Dividing the final minimum period by the clock period gives 0.888.
- The region available for standard cell placement spans between 0.003 and 0.004 mm^2.
- For reference, the most critical setup path is categorized as primary input to output pin.
- In the power breakdown, the internal column shows between 0.00002 and 0.000025 W.
- The category of the worst setup path launch point is a primary input, for reference.
- The die width is around 80 um, for reference.
- The average routed wire per standard cell is between 5 and 6 um, for reference.
- The clock share of power is 0, for reference.
- The layout summary lists the proportion of cells stronger than drive strength 1 as 0.
- The floorplan step defined a die boundary enclosing 0.00640 mm^2.
- The share of total power dissipated in sequential elements is 0.
- The area growth from synthesis to layout is 114%, for reference.
- The power density over cell area is 90.3 mW/mm^2, for reference.
- The script extracted a net switching power of just over 0.000008 W.
- Entering global routing, the biggest net connects 2 pins.
- The combinational share of power is 1.000, for reference.
- The post-route minimum period is between 4000 and 5000 ps, for reference.
- The die height is 80 um, for reference.
- The register area is 0 um^2, for reference.
- Of the post-synthesis cell area, the dominant cell type holds 0.542.
- VDD sags by at most between 0.03 and 0.04 mV.
- The combined buffer and inverter count along the critical path is 6, for reference.
- The leading area contributor after synthesis is sky130_fd_sc_hd__fa_1, for reference.
- Looking at the critical path, the single cell with the biggest stage delay is sky130_fd_sc_hd__clkdlybuf4s50_1.
- Timing would allow up to about 230 MHz.
- For reference, the top cells by area after synthesis are sky130_fd_sc_hd__fa_1 (54%), sky130_fd_sc_hd__inv_1 (25%), sky130_fd_sc_hd__buf_4 (20%).
- The number of max-slew violations in the final report is 0, for reference.
- Setup repair after global routing left no endpoint under its margin.
- The final instance count without filler cells is 74, for reference.
- The routability-driven placement congestion ratio is approximately 0.83, for reference.
- The quantity of gates resized following cts is 0, for reference.
- The detailed placer reported the number of placed instances as between 70 and 80.
- Once detailed placement completed, the half-perimeter wirelength came to between 400 and 500 um.
- The tool warning count for the run is 32.
- The area of the mapped netlist is around 150 um^2, for reference.
- Once detail routing completed, the nets flagged for antenna violations numbered 0.
- The total routing usage reported by global routing is 0.0120, for reference.
- On the final layout, the worst hold slack is 3050 ps.
- The cell sequence reported for the critical path is clkdlybuf4s50_1 > inv_1 > fa_1 > inv_1 > fa_1 > fa_1 > inv_1 > fa_1 > inv_1 > clkdlybuf4s50_1.
- Per the run summary, max-cap violations total 0.
- The number of detailed-route iterations in the first pass is 1, for reference.
- The synthesized netlist handed to floorplanning was reported with a cell count of 18.
- Endpoints failing hold in the final report were tallied at 0.
- The I/O pin count is 14, for reference.
- The cell row count is 21, for reference.
- Measured on the finished design, the core utilization comes to 0.0923.
- The total wirelength of the detailed-routed design is 408 um, for reference.
- The average instance area after synthesis is 8.20 um^2, for reference.
- The critical-path maximum fanout is 1, for reference.
- In the final layout, the clock buffer count is 0.
- Across all layers, the routed design uses between 100 and 150 vias.
- The relative slew slack is 0.930, for reference.
- The number of sequential cells reported for the layout is 0.
- The last timing report of the flow puts the setup violation total at 0.
- The slew at the pin with the worst max-slew slack is roughly 100 ps, for reference.
- Detailed-route iteration 0 reported a violation count of 0.
- The number of global-route vias before repair is ~140, for reference.
- The post-CTS setup buffer count is 0, for reference.
- The gate-level netlist out of Yosys references 3 unique cell types.
- The switching portion of total power comes to 0.284.
- The OpenROAD report gives the critical path a required time of around 4000 ps.
- The largest stage delay on the critical path is 460 ps, for reference.
- The port buffer count is 14, for reference.
- The arrival time of data at the critical path endpoint is about 3400 ps, for reference.
- The analysis attributes to cell leakage a power of around 0.14 nW.
- STA classifies the critical path endpoint as an output pin.
- The number of buffers inserted for hold repair after clock tree synthesis is 0, for reference.
- The kind of path behind the tightest hold check is primary input to output pin, for reference.
- Per STA, the worst path accumulates the most delay in the family adder cells.
- The total DRC errors in the routed layout is 0, for reference.
- The synthesis log from Yosys contains 0 warnings.
- The area recorded from the Yosys report for this design is about 150 um^2.
worst min-delay path, delay by kind of cell:
family,cells,cell delay [ps]
buffers and inverters,4,900
adders and majority gates,1,150
power groups by stage:
stage	Sequential, W	Combinational (W)	Clock [W]
after CTS	0	0.0000293	0
after global routing	0	0.0000335	0
final	0	0.0000285	0
routing by layer:
metal | part of all wire | vias to the layer above | GRT usage
met3 | 0.28 | 0 | 0.0102
met4 | 0 | 0 | 0
li1 | - | 60 | -
met2 | 0.17 | 14 | 0.0112
met5 | 0 | - | 0
met1 | 0.55 | 46 | 0.0193
layout by cell type (no fill, tap or decap), drive strengths merged:
cell / count
clkdlybuf4s50: 14
inv: 10
fa: 4
Yosys cell counts:
| cell type | instances |
|---|---|
| sky130_fd_sc_hd__fa_1 | 4 |
| sky130_fd_sc_hd__buf_4 | 4 |
| sky130_fd_sc_hd__inv_1 | 10 |
final timing paths:
check	slack [ps]	cells after the start	start	end
worst max-delay path	560	10	a[0]	sum[3]
worst min-delay path	3050	5	b[3]	sum[3]
kinds of logic after synthesis:
family | synth area share
buffers and inverters | 0.458
adders and majority gates | 0.542
final cells by class:
cell class	instances	area [um^2]
multi-input cells	4	80.1
repair buffers	14	140
well taps	46	57.6
fillers	401	3100
inverters	10	37.5
through the flow:
stage	total power [W]	instance area, um^2	worst slack [ps]
floorplan	0.0000137	148	1420
global placement	0.0000289	315	542
detailed placement	0.0000291	315	536
CTS	0.0000293	315	520
global route	0.0000335	315	365
finish	0.0000285	315	561
No activity file was given, so power comes from the tool's default toggle rates.
